[config.mk]
export PLATFORM = sky130hd
export DESIGN_NAME = o_col_fifo_array
export DESIGN_NICKNAME = o_col_fifo_array
export VERILOG_FILES = /design/flow/design.v
export SDC_FILE = /design/flow/constraint.sdc
export NUM_CORES = 4
export LEC_CHECK = 1
export CORE_UTILIZATION = 40
export SYNTH_MEMORY_MAX_BITS = 65536
[constraint.sdc]
current_design o_col_fifo_array

set clk_period 123.5
set clk_io_pct 0.2

create_clock -name clk0 -period $clk_period [get_ports {i_clk}]

set non_clock_inputs [all_inputs -no_clocks]
set_input_delay [expr $clk_period * $clk_io_pct] -clock clk0 $non_clock_inputs
set_output_delay [expr $clk_period * $clk_io_pct] -clock clk0 [all_outputs]
[design.v]
module fifo_valid (
             clk,
             rst_n ,
             data_in,
             we,
             re,
             data_out,
             occupants,
             empty,
             full,
             data_valid
);
parameter DATA_WIDTH = 8;
parameter ADDR_WIDTH = 8; 
parameter RAM_DEPTH = (1 << ADDR_WIDTH);
input clk;
input rst_n;
input we;
input re;
input [DATA_WIDTH-1:0] data_in;
output reg [ADDR_WIDTH:0] occupants = 0;
output                 full;
output                 empty;
output [DATA_WIDTH-1:0] data_out;
output data_valid;
wire [DATA_WIDTH-1:0]   data_ram;
reg [ADDR_WIDTH:0]      wr_pointer = 0;
reg [ADDR_WIDTH:0]      rd_pointer = 0;
wire dv;
always @ (posedge clk) begin
    if (~rst_n) begin
        wr_pointer <= 0;
        rd_pointer <= 0;
        occupants <= 0;
    end else begin
        if (we) wr_pointer <= wr_pointer + 1;
        if (re) rd_pointer <= rd_pointer + 1;
        if (re && !we && (occupants != 0)) occupants <= occupants - 1;
        else if (we && !re && (occupants != RAM_DEPTH)) occupants <= occupants + 1;
    end  
end  
assign data_out = data_ram;
assign full = (occupants == (RAM_DEPTH-1));
assign empty = (occupants == 0);
memory_valid #(
    .DATA_WIDTH(DATA_WIDTH),
    .ADDR_WIDTH(ADDR_WIDTH),
    .RAM_DEPTH(RAM_DEPTH)
) memory_in0 (
    .wr_clk (clk),
    .rd_clk (clk),
    .wr_rst_n (rst_n),
    .rd_rst_n (rst_n),						    
    .waddr (wr_pointer),
    .wdata (data_in),
    .wr_en (we),
    .rd_en (re),
    .raddr (rd_pointer),
    .rdata (data_ram),
    .valid(data_valid)
);     
endmodule
module memory_valid
    ( 
      wr_clk,  
      wr_rst_n,  
      rd_clk,  
      rd_rst_n,  
      wdata,  
      waddr,  
      raddr,  
      wr_en,
      rd_en,
      rdata,
      valid 
     );
parameter DATA_WIDTH = 8;
parameter ADDR_WIDTH = 8;
parameter RAM_DEPTH = (1 << ADDR_WIDTH);
input wr_rst_n; 
input wr_clk; 
input rd_rst_n; 
input rd_clk;
input [DATA_WIDTH-1:0] wdata; 
input [ADDR_WIDTH-1:0] waddr; 
input [ADDR_WIDTH-1:0] raddr; 
input wr_en;
input rd_en;
output [DATA_WIDTH-1:0] rdata; 
output valid;
reg [DATA_WIDTH-1:0] mem [RAM_DEPTH-1:0];
reg [DATA_WIDTH-1:0] rdata = 0;
reg dv = 0;
assign valid = dv;
always @(posedge rd_clk)
  if(rd_en) begin
    rdata <= mem [raddr];
    dv <= 1'b1;
  end 
  else begin
    rdata <= rdata;
    dv <= 1'b0;
  end
always @(posedge wr_clk)
  if(wr_en)  
    mem[waddr] <= wdata;  
endmodule
module o_col_fifo_array#(
    parameter COL = 3,
    parameter W_DATA = 8,
    parameter W_ADDR = 8,
    parameter RAM_DEPTH = (1 << W_ADDR)
)(
    input i_clk,
    input [(W_DATA * COL)-1:0] i_data,
    input [COL-1:0] i_write_enable,
    input [COL-1:0] i_read_enable,
    output [(W_DATA * COL)-1:0] o_data,
    output [COL-1:0] o_fifo_empty,
    output [COL-1:0] o_data_valid
);
genvar i;
generate
    for(i = 0; i < COL; i = i + 1)begin : OUT_COL_FIFO
        fifo_valid #(
            .DATA_WIDTH(W_DATA),
            .ADDR_WIDTH(W_ADDR),
            .RAM_DEPTH(1 << W_ADDR)
        ) 
        fifo_inst (
            .clk (i_clk),
            .rst_n (1'b1),
            .data_in (i_data[((W_DATA * (COL - i))-1) -: 8]),
            .we(i_write_enable[i]),
            .re(i_read_enable[i]),
            .data_out(o_data[((W_DATA * (COL - i))-1) -: 8]),
            .occupants(),
            .empty(o_fifo_empty[i]),
            .full(),
            .data_valid(o_data_valid[i])
        );
    end
endgenerate
endmodule
[run.sh]
#!/bin/bash
# OpenROAD 26Q1-2900-gdf79404cd8, Yosys 0.63+post, stock flow scripts
make -C /OpenROAD-flow-scripts/flow DESIGN_CONFIG=/design/flow/config.mk WORK_HOME=/design/flow/orfs finish
==> impl_metrics.yaml <==
# generated from flow reports
run_status:
  status: "finished, final reports clean"
clocking:
  cts_setup_buffers: 0
  ctsHoldBuffers: 0
  cts_tree: "yes"
  cts_buffers: 636
  cts_buffer_depth: 4
  cts_sinks: 6246
  cts_resized: 0
  clk_latency_ns: 1.12
  cts.htree.levels: 6
  clk_root_buffer_cell: "clkbuf_16"
  clk_pin_slew_ns: 0.06
placement:
  numPortBuffers: 60
  gp_congestion: 0.913
  placed_area_sq_um: 254000
  hpwl_mm: 378
  dp_cells: 19300
yosys:
  syn_inst: 11500
  ys_types: 73
  yosys.area.top_type: "edfxtp_1"
  synth-edff-count: 6243
  syn_avg_cell_area_sq_um: 21.1
  ys_sh_adder_pct: 0.209
  ys_sh_xor_pct: 0.205
  ys_area_sq_um: 244000
  topCellsByArea: "edfxtp_1 77%, mux4_2 13%, mux2i_1 2.8%, nor2_1 1.3%, clkbuf_1 0.51%"
  synthArstFlopShare_pct: 0
  ys_sh_simple_pct: 2.59
  top_area_share_pct: 76.9
  netlist_logic_family_top: "multiplexers"
  ys_cells: 11500
  synth_flops: 6246
  mux_share_pct: 16.0
  ys_warn_count: 4
  ys.flop_type: "edfxtp_1"
  compound_area_share_pct: 2.49
  ys_seq_share_pct: 76.9
  synthesis.area_sq_um: 244000
sta:
  setup_violations: 0
  min_period_ns: 27.92
  max_slew_margin_pct: 27.3
  fin_skew_ns: 0.0805
  max_freq_ghz: 0.0358
  rsz0062_at_grt: "false"
  finalHoldViolations: 0
  fin_crit_sh_pct: 22.6
  tightest_slew_ns: 1.08
  slew_violations: 0
  fin_setup_tns_ns: 0
cells_and_area:
  lay_top_cells: "6243 x edfxtp_1, 1410 x mux4_2, 849 x nor2_1, 685 x mux2i_1, 646 x clkbuf_16"
  postLayoutCellArea_sq_um: 275000
  comb_area_sq_um: 52600
  synthToLayoutAreaGrowth_pct: 12.7
  seqCellArea_sq_um: 188000
  drive_above_1_share_pct: 22.6
  fillers: 49300
  fin_cells: 20500
  final_common_cell: "edfxtp_1"
detailed_routing:
  vias_per_cell: 5.75
  routed.top_layer: "met5"
  drt_iter0_markers: 7911
  wl_met3_mm: 118
  drtAntennaViolNets: 0
  detail_route.wl_per_cell_microns: 30.3
  firstDrtPassIters: 6
  route.met2.wl_mm: 284
  drt_wl_total_mm: 621
  drc: 0
  met1_length_mm: 196
  via_count: 118000
global_route:
  track_usage_pct: 22.3
  grt_max_degree: 109
  grt_pass1_wl_mm: 906
  first_global_vias: 133000
  grt_overflow_total: 0
  antenna_found_initial: 22
worst_setup_path:
  ff2ff_setup_slack_ns: 116.28
  required_ns: 98.80
  worstSetupEndpointType: "output pin"
  start_kind: "register"
  crit_type: "register to output pin"
  worstPathMaxFanout: 4
  critPathArrivalTime_ns: 3.22
power:
  power_mw: 4.60
  power_density_nw_per_um2: 16.7
  power.leakage_nw: 85.5
  peakVddDrop_mv: 0.0161
floorplan:
  fp_util_pct: 40.2
  design.portCount: 61
  coreArea_sq_um: 607000
  fp.dieW_microns: 783
  die_area_sq_um: 613000
  rows: 286
  die_h_microns: 783
flow_run:
  tool_warnings: 51
  cap_violations: 0
min_path:
  hp-class: "register to register"
[state kept, by name, indices dropped and copies added (netlist names)]
signal and cells:
OUT_COL_FIFO.fifo_inst.wr_pointer 24, OUT_COL_FIFO.fifo_inst.memory_in0.dv 3, OUT_COL_FIFO.fifo_inst.occupants 27, OUT_COL_FIFO.fifo_inst.memory_in0.rdata 24, OUT_COL_FIFO.fifo_inst.rd_pointer 24, OUT_COL_FIFO.fifo_inst.memory_in0.mem 6144
[routing by layer]
metal / vias to the layer above / global-route usage [%]
li1: 49000 / -
met1: 59400 / 25.4
met2: 8536 / 31.8
met3: 1133 / 19.5
met4: 48 / 6.08
met5: - / 1.36
[per-stage QoR]
stage / setup slack [ns] / hold WS, ns / utilization [%]
after floorplan: 96.51 / 0.532 / -
after global placement: 95.36 / 0.614 / 41.9
after detailed placement: 95.45 / 0.618 / 41.9
after CTS: 95.36 / 0.643 / 45.3
after global routing: 95.25 / 0.686 / 45.3
final: 95.58 / 0.636 / 45.3
[area by class of cell]
type	instances	area share (%)
Multi-Input combinational cell	4562	19.1
Timing Repair Buffer	434	1.36
Clock buffer	749	6.02
Antenna cell	16	0.0146
Inverter	38	0.0551
Tap cell	8064	3.67
Sequential cell	6246	68.2
Clock inverter	411	1.53
[power by group]
part           total [mW]  leakage (nW)  internal [mW]  switching (mW)
Clock                1.90          10.1           1.10           0.806
Sequential           2.35          56.2           2.34         0.00730
Combinational       0.349          19.2          0.119           0.230
Total                4.60          85.5           3.56            1.04
[cell families after synthesis]
| group | after synthesis |
|---|---|
| flip-flops | 6246 |
| XOR/XNOR | 57 |
| adder cells (fa/ha/maj) | 39 |
| AND/OR/NAND/NOR | 1491 |
| AND-OR/OR-AND | 840 |
| multiplexers | 2135 |
| buffers and inverters | 732 |
[critical path, cell delays in order (launching register included)]
cell,delay (ns)
edfxtp_1,0.45
or4_1,0.57
nor3_1,0.40
buf_4,0.23
clkdlybuf4s50_1,0.51
[cells in the mapped netlist, drive strengths merged (9+ instances only)]
| library cell | n |
|---|---|
| nand2b | 22 |
| o211ai | 14 |
| a21oi | 135 |
| o21ai | 74 |
| mux2i | 685 |
| clkbuf | 332 |
| a221o | 28 |
| nand2 | 291 |
| nor2 | 853 |
| o22ai | 94 |
| xnor2 | 43 |
| mux2 | 38 |
| a31oi | 30 |
| nand3 | 94 |
| a22oi | 78 |
| a211oi | 66 |
| buf | 362 |
| xor2 | 14 |
| and2 | 49 |
| o221ai | 123 |
| or2 | 11 |
| a311oi | 12 |
| a221oi | 69 |
| and3 | 18 |
| a211o | 14 |
| nor3 | 54 |
| nor2b | 39 |
| inv | 35 |
| nand4 | 18 |
| o2111ai | 9 |
| or4 | 10 |
| o31ai | 17 |
| o21bai | 14 |
| nor4 | 18 |
| edfxtp | 6243 |
| mux4 | 1412 |
| ha | 36 |
[worst paths after layout]
path,to,cells after the start,from
setup / recovery,o_fifo_empty[2],4,OUT_COL_FIFO[2].fifo_inst.occupants[0]
hold / removal,OUT_COL_FIFO[0].fifo_inst.occupants[0],1,OUT_COL_FIFO[0].fifo_inst.occupants[0]
setup reg to reg,OUT_COL_FIFO[1].fifo_inst.memory_in0.rdata[4],12,OUT_COL_FIFO[1].fifo_inst.rd_pointer[0]
hold reg to reg,OUT_COL_FIFO[0].fifo_inst.occupants[0],1,OUT_COL_FIFO[0].fifo_inst.occupants[0]
Power is estimated from default activity; no workload was simulated.
