File: flow/design.v
module systolic_array_csa #(
    parameter ROW = 9, 
    parameter COL = 3, 
    parameter TOTAL_BYTES = ROW * COL
)(  input in_clk, 
    input in_sel,    
    input [(COL * 32) - 1:0] in_north,   
    input [(ROW * 9) - 1:0] in_west,     
    output [COL-1:0] out_sel, 
    output [(ROW * 9) - 1:0] out_east,   
    output [(COL * 32) - 1:0] out_south,     
    output last_row_i_data_valid     
);
wire [(ROW* 9) - 1 : 0] data_to_be_passed;   
assign last_row_i_data_valid = data_to_be_passed[8];
pe_grid_csa #(.ROWS (ROW),
    .COLS (COL)
) top_instance (.i_clk (in_clk),
    .i_sel (in_sel), 
    .i_west_data (data_to_be_passed), 
    .i_north_data (in_north), 
    .o_sel (out_sel),  
    .o_data_32 (out_south),
    .o_data_8 (out_east)
);
reg_module_csa #(
    .ROW (ROW)
) delay_reg (
    .in_clk (in_clk), 
    .in_west (in_west) ,
    .data_to_be_passed (data_to_be_passed)
);
endmodule
module reg_module_csa #(
    parameter ROW = 9
)(  input in_clk, 
    input [(ROW * 9) - 1 : 0] in_west,
    output [(ROW * 9) - 1 : 0] data_to_be_passed
);
assign data_to_be_passed [80:72] = in_west[80:72];
genvar i , j;
    generate
    for (i = 0; i < ROW; i = i + 1) begin: FOR_ROW
        for (j = 0; j < i; j = j + 1) begin: FC_IN
        wire [8:0] data_out_reg;
            if (j == 0 && j == i - 1) begin
                data_reg_csa dr (
                    .clk(in_clk),
                    .o_data(data_to_be_passed[(ROW - i) * 9 - 1 -: 9]),
                    .i_data(in_west[(ROW - i) * 9 - 1 -: 9])
                );
            end else if (j == 0) begin
                data_reg_csa dr (
                    .clk(in_clk),
                    .o_data(data_out_reg),
                    .i_data(in_west[(ROW - i) * 9 - 1 -: 9])
                );
            end else if (j == i - 1) begin
                data_reg_csa dr (
                    .clk(in_clk),
                    .o_data(data_to_be_passed[(ROW - i) * 9 - 1 -: 9]),
                    .i_data(FOR_ROW[i].FC_IN[j-1].data_out_reg)
                );
            end else begin
                data_reg_csa dr (
                    .clk(in_clk),
                    .o_data(data_out_reg),
                    .i_data(FOR_ROW[i].FC_IN[j-1].data_out_reg)
                );
            end
        end
    end
endgenerate
endmodule    
module data_reg_csa(
    input clk, 
    input [8:0] i_data, 
    output reg [8:0] o_data= 0
); 
always @(posedge clk) begin 
    o_data <= i_data; 
end 
endmodule
File: flow/run.sh
#!/bin/bash
# OpenROAD 26Q1-2900-gdf79404cd8, Yosys 0.63+post, stock flow scripts
make -C /OpenROAD-flow-scripts/flow DESIGN_CONFIG=/design/flow/config.mk WORK_HOME=/design/flow/orfs finish
File: flow/config.mk
export PLATFORM = sky130hd
export DESIGN_NAME = reg_module_csa
export DESIGN_NICKNAME = reg_module_csa
export VERILOG_FILES = /design/flow/design.v
export SDC_FILE = /design/flow/constraint.sdc
export NUM_CORES = 4
export LEC_CHECK = 1
export CORE_UTILIZATION = 40
File: flow/constraint.sdc
current_design reg_module_csa

set clk_period 1.0
set clk_io_pct 0.2

create_clock -name clk0 -period $clk_period [get_ports {in_clk}]

set non_clock_inputs [all_inputs -no_clocks]
set_input_delay [expr $clk_period * $clk_io_pct] -clock clk0 $non_clock_inputs
set_output_delay [expr $clk_period * $clk_io_pct] -clock clk0 [all_outputs]
==> Changelog: implementation <==
## Flow update

- Count of buffers added by post-CTS timing repair for setup: 0
- Standard cell with the maximum stage delay on the critical path: sky130_fd_sc_hd__dfxtp_2
- Number of cell instances after yosys synthesis: 333
- WL/cell: 10.0 microns
- Setup skew after layout: 7.05 ps
- HP Class: input pin to register
- Sequential-to-total area share from yosys stat: 99.0%
- Antenna violations before repair: 0
- Timing-limited maximum frequency: 876 MHz
- Pin count of the biggest net entering global routing: 16
- Drc violations: 0
- Synth flops: 324
- Overall via count from detail_route: 2670
- Antenna Diode Count: 0
- Max Transition Viols Final: 0
- Setup Viol. Count Final: 72
- Unrepaired setup endpoints after global routing: true
- Via count of the first global-routing pass: 2535
- Final estimated routing congestion in global placement: 0.640
- Max Cap Viol: 0
- Share of post-route cells with drive strength above 1: 26.9%
- Total of hold buffers inserted after clock tree synthesis: 0
- Power density normalized to cell area: 2820 mW/mm^2
- Kind of cell with the highest combined delay on the critical path: flip-flops
- Clock network latency to the later pin of the worst-skew pair: 520 ps
- Area figure in the yosys stat output: 0.00655 sq mm
- Setup slack on the worst flop-to-flop path: 580 ps
- Actual transition at the worst max-transition pin: 165 ps
- Uppermost routed layer: met4
- Post-Synthesis Cell Area: 0.00655 sq mm
- Launch point of the worst hold path: in_west[69]
- Critical path endpoint category: primary output
- Placed cells: 684
- Remaining antenna violation count after routing: 0
- Clock tree from TritonCTS: done
- Met2 WL: 3360 microns
- Max-area cell share: 99.0%
- Final Power: 25000 uW
- Detailed Route WL: 7410 microns
- Maximum fanout encountered on the critical timing path: 1
- Height of the chip: 130 microns
- Worst Setup Slack, final: -142 ps
- Clk sink count: 324
- Total global-route track usage: 8.94%
- Slew HR: 89.0%
- Final-layout fill cell count: 1255
- Met3 WL: 704 microns
- Detail Placement HPWL: 4200 microns
- Total gr overflow: 0
- Post-Syn Area per Cell: 19.7 sq um
- Final cycle utilization of the critical path: 114%
- Initial standard-cell utilization of the core: 41.1%
- Hold Crit Depth: 1
- First-pass GRT wire length: 11500 microns
- Number of vias per cell: 3.61
- IO buf count: 144
- Total die area: 0.0169 sq mm
- Worst slack at placement: 16.4 ps
- Number of buffers on the longest clock path: 3
- Cell Chain, Critical Path: buf_2
- VDD IR-drop max: 0.00152 V
- Number of cell rows: 46
- Biggest area consumer among synthesized cells: sky130_fd_sc_hd__dfxtp_1
- Data required time at the worst endpoint: 800 ps
- Wire length the detailed router placed on met1: 3020 microns
- Final Hold Fails: 0
- Finished Cell Area: 0.00886 sq mm
- Die boundary width: 130 microns
- Number of multi-input logic gates: 0
- Startpoint class of the critical path: register
- Combined area of the multi-input logic cells: 0 sq um
- Tally of unique sky130hd cells used after synthesis: 2
- Leak pwr: 0.00380 uW
- Fin Hold WS: 113 ps
- Total number of yosys warnings: 1
- Path depth of the worst reg2reg path: 0
- 1st-pass router iterations: 3
- CP Class: register to primary output
- Delay of the slowest critical-path stage: 320 ps
- H-tree depth reported by CTS: 1
- Time the worst path needs with I/O delays and setup: 1140 ps
- Clock slew seen by the registers of the worst setup and hold paths: 60 ps
- Result of the run: finished with violations
- Tool warnings: 27
- Syn-to-layout area delta: 35.2%
- Clock root buffer: sky130_fd_sc_hd__clkbuf_16
- Final non-filler cell total: 740
- Hold Path Sink: FOR_ROW[1].FC_IN[0].genblk1.dr.o_data[6]
- Number of I/O pins: 163
- Post-detailed-placement cell area: 0.00820 sq mm
- Critical path buffers and inverters: 1
- Violated checks: negative setup slack
- Cts bufs inserted: 30
- DRC marker count from the first detailed-route iteration: 55
- Area contributors post-synth: sky130_fd_sc_hd__dfxtp_1 (99%), sky130_fd_sc_hd__buf_4 (1.0%)
- Post-Syn Instances: 333
- Core Box Area: 0.0159 sq mm
- WP data arrival: 940 ps
## report_power, final
part | internal, uW | leakage (uW) | switching (uW) | total (uW)
clock | 6510 | 0.000502 | 4350 | 10900
sequential | 13600 | 0.00273 | 134 | 13700
combinational | 334 | 0.000565 | 52.2 | 386
total | 20500 | 0.00380 | 4530 | 25000
## worst max-delay path by stage
stage / startpoint / end / slack [ps] / depth (start not counted)
4_1_cts: register / data_to_be_passed[11] / -180 / 1
5_1_grt: FOR_ROW[1].FC_IN[0].genblk1.dr.o_data[6] / data_to_be_passed[69] / -190 / 1
6_report: register / data_to_be_passed[11] / -140 / 1
## area by class of cell
class / count / area, sq um / area share, %
Sequential cell: 324 / 6510 / 73.5
Timing Repair Buffer: 144 / 1080 / 12.2
Clock buffer: 43 / 901 / 10.2
Tap cell: 216 / 270 / 3.05
Clock inverter: 13 / 100 / 1.13
## logic make-up (layout without fill, tap and decap cells)
group | after synthesis | in the layout | synth area share [%]
flops | 324 | 324 | 99.0
buf+inv | 9 | 200 | 1.03
## per-stage QoR
step	utilization (%)	TNS [ps]
detailed placement	51.4	0
floorplan	-	0
global placement	51.4	0
CTS	55.6	-10810
finish	55.6	-8490
global route	55.6	-12230
## per-layer routing
metal | track usage [%] | up-vias
li1 | - | 1359
met1 | 12.1 | 1176
met2 | 13.0 | 107
met3 | 3.72 | 28
met4 | 4.17 | 0
met5 | 0 | -
## synth_stat cells, drive strengths merged
library cell,number
buf,9
dfxtp,324
## sequential cells by signal, summed over array words and instances (netlist names)
signal / flops
FOR_ROW.FC_IN.genblk1.genblk1.genblk1.dr.o_data: 252
FOR_ROW.FC_IN.genblk1.genblk1.dr.o_data: 63
FOR_ROW.FC_IN.genblk1.dr.o_data: 9
## repair_timing
| item | in CTS | in global routing |
|---|---|---|
| endpoints found under the hold margin | 0 | 0 |
| cloned | 0 | 0 |
| resized | 233 | 2 |
| endpoints found under the setup margin | 72 | 72 |
## cell usage in the layout, fill, tap and decap left out, drive strengths merged
cell type and count:
dfxtp 324, clkdlybuf4s50 72, clkinv 11, buf 72, clkinvlp 1, bufinv 1, clkbuf 43
Power and IR drop assume default switching activity.
