==> design.v <==
module fifo_valid (
             clk,
             rst_n ,
             data_in,
             we,
             re,
             data_out,
             occupants,
             empty,
             full,
             data_valid
);
parameter DATA_WIDTH = 8;
parameter ADDR_WIDTH = 8; 
parameter RAM_DEPTH = (1 << ADDR_WIDTH);
input clk;
input rst_n;
input we;
input re;
input [DATA_WIDTH-1:0] data_in;
output reg [ADDR_WIDTH:0] occupants = 0;
output                 full;
output                 empty;
output [DATA_WIDTH-1:0] data_out;
output data_valid;
wire [DATA_WIDTH-1:0]   data_ram;
reg [ADDR_WIDTH:0]      wr_pointer = 0;
reg [ADDR_WIDTH:0]      rd_pointer = 0;
wire dv;
always @ (posedge clk) begin
    if (~rst_n) begin
        wr_pointer <= 0;
        rd_pointer <= 0;
        occupants <= 0;
    end else begin
        if (we) wr_pointer <= wr_pointer + 1;
        if (re) rd_pointer <= rd_pointer + 1;
        if (re && !we && (occupants != 0)) occupants <= occupants - 1;
        else if (we && !re && (occupants != RAM_DEPTH)) occupants <= occupants + 1;
    end  
end  
assign data_out = data_ram;
assign full = (occupants == (RAM_DEPTH-1));
assign empty = (occupants == 0);
memory_valid #(
    .DATA_WIDTH(DATA_WIDTH),
    .ADDR_WIDTH(ADDR_WIDTH),
    .RAM_DEPTH(RAM_DEPTH)
) memory_in0 (
    .wr_clk (clk),
    .rd_clk (clk),
    .wr_rst_n (rst_n),
    .rd_rst_n (rst_n),						    
    .waddr (wr_pointer),
    .wdata (data_in),
    .wr_en (we),
    .rd_en (re),
    .raddr (rd_pointer),
    .rdata (data_ram),
    .valid(data_valid)
);     
endmodule
module memory_valid
    ( 
      wr_clk,  
      wr_rst_n,  
      rd_clk,  
      rd_rst_n,  
      wdata,  
      waddr,  
      raddr,  
      wr_en,
      rd_en,
      rdata,
      valid 
     );
parameter DATA_WIDTH = 8;
parameter ADDR_WIDTH = 8;
parameter RAM_DEPTH = (1 << ADDR_WIDTH);
input wr_rst_n; 
input wr_clk; 
input rd_rst_n; 
input rd_clk;
input [DATA_WIDTH-1:0] wdata; 
input [ADDR_WIDTH-1:0] waddr; 
input [ADDR_WIDTH-1:0] raddr; 
input wr_en;
input rd_en;
output [DATA_WIDTH-1:0] rdata; 
output valid;
reg [DATA_WIDTH-1:0] mem [RAM_DEPTH-1:0];
reg [DATA_WIDTH-1:0] rdata = 0;
reg dv = 0;
assign valid = dv;
always @(posedge rd_clk)
  if(rd_en) begin
    rdata <= mem [raddr];
    dv <= 1'b1;
  end 
  else begin
    rdata <= rdata;
    dv <= 1'b0;
  end
always @(posedge wr_clk)
  if(wr_en)  
    mem[waddr] <= wdata;  
endmodule
module o_row_fifo#(
    parameter ROW = 8,
    parameter W_DATA = 8,
    parameter W_ADDR = 8,
    parameter RAM_DEPTH = (1 << W_ADDR)
)(
    input i_clk,
    input [(9 * ROW)-1:0] i_data,
    input [ROW-1:0] i_read_enable,
    output [ROW-1:0] o_fifo_empty,
    output [ROW-1:0] o_fifo_full,
    output [(ROW * W_DATA)-1:0] o_data,
    output [ROW-1:0] o_data_valid 
);
genvar i;
generate
    for(i = 0; i < ROW; i = i +1) begin : OUT_ROW_FIFO
        fifo_valid#(
            .DATA_WIDTH(W_DATA),
            .ADDR_WIDTH(W_ADDR),
            .RAM_DEPTH(RAM_DEPTH)
        ) fifo_inst_row (
            .clk (i_clk),
            .rst_n (1'b1),
            .data_in (i_data[((9 * (ROW - i))-2) -: 8]),
            .we(i_data[((9 * (ROW - i))-1)]),
            .re(i_read_enable[i]),
            .data_out(o_data[((W_DATA * (ROW - i))-1) -: 8]),
            .occupants(),
            .empty(o_fifo_empty[i]),
            .full(),
            .data_valid(o_data_valid[i])
        );
    end
endgenerate
endmodule
==> run.sh <==
#!/bin/bash
# OpenROAD 26Q1-2900-gdf79404cd8, Yosys 0.63+post, stock flow scripts
make -C /OpenROAD-flow-scripts/flow DESIGN_CONFIG=/design/flow/config.mk WORK_HOME=/design/flow/orfs finish
==> config.mk <==
export PLATFORM = sky130hd
export DESIGN_NAME = o_row_fifo
export DESIGN_NICKNAME = o_row_fifo
export VERILOG_FILES = /design/flow/design.v
export SDC_FILE = /design/flow/constraint.sdc
export NUM_CORES = 4
export LEC_CHECK = 1
export CORE_UTILIZATION = 30
export SYNTH_MEMORY_MAX_BITS = 65536
==> constraint.sdc <==
current_design o_row_fifo

set clk_period 99.7
set clk_io_pct 0.2

create_clock -name clk0 -period $clk_period [get_ports {i_clk}]

set non_clock_inputs [all_inputs -no_clocks]
set_input_delay [expr $clk_period * $clk_io_pct] -clock clk0 $non_clock_inputs
set_output_delay [expr $clk_period * $clk_io_pct] -clock clk0 [all_outputs]
==> results.txt <==
Notes from the flow run.

Yosys:
- The run puts the post-synthesis xor/xnor area fraction at 0.00204.
- For reference, the mux area share after synthesis is 0.164.
- The run puts the adder-cell share of the synthesized area at 0.00210.
- For this run, the register share of the synthesized area comes to 0.770.
- The run puts the yosys cell count at 30.1k.
- The run gives the post-synthesis share of cell area spent on and-or and or-and gates as 0.0212.
- For reference, the top logic cell family by area is multiplexers.
- The run puts the average cell area after synthesis at 21.5 um2.
- The run gives the gate count of the mapped netlist as 30.1k.
- The run gives the total standard cell area after synthesis as 0.649 mm2.
- The run puts the area figure in the yosys stat output at 0.649 mm2.
- The run gives the count of unique library cells instantiated by Yosys as 81.
- The run puts the number of enable flip-flop cells at 16.6k.
- The run gives the predominant post-synthesis flop cell as sky130_fd_sc_hd__edfxtp_1.
- The run gives the async set or reset register ratio after synthesis as 0.
- The run puts the number of flip-flops and latches in the synthesized netlist at 16.7k.
- The cell-mix breakdown from Yosys lists the simple-gate area share as 0.0243.
- The run gives the number of warnings reported in the yosys synthesis log as 12.

Clock tree:
- The run gives the number of buffers added to fix hold violations after cts as 0.
- TritonCTS built the clock tree.
- The run puts the number of buffers inserted during clock tree synthesis at 1673.
- The run puts the number of resized instances in the post-cts repair step at 0.
- The run gives the count of H-tree levels built during CTS as 7.
- The run gives the maximum root-to-sink buffer count as 6.
- The run gives the later-pin clock latency in the skew report as 1.53 ns.
- The run gives the count of buffers added by post-CTS timing repair for setup as 0.
- The run gives the clock tree root driver cell as sky130_fd_sc_hd__clkbuf_16.
- The run gives the TritonCTS sink count as 16.7k.
- The run gives the register clock-pin slew on the reported worst setup and hold paths as 0.06 ns.

Routing:
- The run puts the routed length per placed instance at 26.5 um.
- The iteration count recorded for the first detailed-route pass is 6.
- The routed layout has 308k vias.
- The run puts the routed wire length at 1630000 um.
- The run puts the number of routed nets with antenna violations at 0.
- The run gives the count of routing violations after the opening detailed-route iteration as 20.6k.
- The run puts the residual DRC count at 0.
- The run gives the number of vias per cell as 5.03.

Die:
- The run puts the core area at 2.16 mm2.
- The run gives the fraction of the core area occupied by cells at floorplan as 0.301.
- Measured along the y axis, the die boundary spans 1470 um.
- 169 I/O pins were placed.
- The run puts the standard-cell row count at 540.
- The chip occupies 2.17 mm2.
- The run puts the width of the die at 1470 um.

Final timing:
- In this build the clock could be raised as far as 42.1 MHz.
- Setup repair after global routing left no endpoint under its margin.
- The run gives the count of pins over their slew limit as 0.
- The run gives the tightest slew margin relative to the limit as 0.220.
- The run gives the total negative slack for setup checks as 0 ns.
- The run puts the final clock period utilization by the worst path at 0.238.
- The run gives the actual slew at the worst max-slew pin as 1.17 ns.
- The run gives the setup clock skew after layout as 0.171 ns.
- The run gives the number of hold violations in the final report as 0.
- Hold is met by 0.630 ns.
- The run gives the count of final setup violators as 0.
- The run puts the time the final worst path needs with I/O delays and setup at 23.77 ns.

Global routing:
- Global routing finished with a remaining overflow of 0.
- The run puts the via count of the first global-routing pass at 347k.
- The run puts the maximum number of pins on one net before global-route repair at 129.
- The first global-routing pass estimated 2370000 um of wire.
- The run gives the initial antenna violation count as 55.
- The run gives the total routing resource utilization after global routing as 0.159.

Job:
- The run puts the number of warnings the tools reported at 106.
- The run puts the max capacitance violation total at 0.

Placed design:
- The run puts the final estimated routing congestion in global placement at 0.908.
- The run gives the post-DP HPWL as 980000 um.
- The run gives the tally of buffers added on design ports as 160.
- The run puts the cell area after placement at 0.686 mm2.

Worst setup path:
- The run puts the number of cells on the worst reg-to-reg path at 13.
- The run gives the critical path class as register to output port.
- The worst setup path is captured at an output port.
- For the worst setup path, the data arrival time is 3.83 ns.
- STA lists the maximum fanout along the critical path as 4.
- According to the timing report, the data required time at the worst endpoint equals 79.76 ns.
- The worst setup path is launched from a register.

Power:
- The design draws 15.2 mW.
- Per the summary, power density relative to cell area is 20.5 mW/mm2.
- The run puts the total leakage power at 226 nW.
- The run puts the worst ir drop on vdd at 0.0182 mV.

Outcome:
- The flow ran to the end, and the final reports show no timing, DRC or antenna violations.

Cells and area:
- The run gives the most frequent standard cell in the layout excluding fill and tap cells as sky130_fd_sc_hd__edfxtp_1.
- The run puts the ratio of cells with drive above 1 in the final layout at 0.237.
- Summing all non-filler instances in the final layout gives an area of 0.741 mm2.
- The run gives the synthesis-to-layout area growth as 14.2%.
- By instance count after routing, the leading logic cell types are 16.6k x sky130_fd_sc_hd__edfxtp_1, 4079 x sky130_fd_sc_hd__mux4_2, 2356 x sky130_fd_sc_hd__nor2_1, 1684 x sky130_fd_sc_hd__clkbuf_16, 1298 x sky130_fd_sc_hd__mux2i_1.

Worst hold path:
- The run gives the cell depth of the worst min-delay path as 1.
- Note that the worst hold path type here is register to register.
-- sequential cells by signal (all words and copies together) (netlist names) --
register,cells
OUT_ROW_FIFO.fifo_inst_row.memory_in0.mem,16384
OUT_ROW_FIFO.fifo_inst_row.occupants,72
OUT_ROW_FIFO.fifo_inst_row.memory_in0.rdata,64
OUT_ROW_FIFO.fifo_inst_row.rd_pointer,64
OUT_ROW_FIFO.fifo_inst_row.wr_pointer,64
OUT_ROW_FIFO.fifo_inst_row.memory_in0.dv,8
-- critical path, cell delays in order (launching register included) --
cell and delay [ns]:
sky130_fd_sc_hd__edfxtp_1 0.45, sky130_fd_sc_hd__or4_1 0.56, sky130_fd_sc_hd__nor3_1 0.28, sky130_fd_sc_hd__clkdlybuf4s50_1 1.02
-- final timing paths --
kind | from | to | slack (ns)
setup / recovery | OUT_ROW_FIFO[0].fifo_inst_row.occupants[0]$_DFFE_PP_ | o_fifo_empty[0] | 75.93
hold / removal | OUT_ROW_FIFO[6].fifo_inst_row.occupants[0]$_DFFE_PP_ | OUT_ROW_FIFO[6].fifo_inst_row.occupants[0]$_DFFE_PP_ | 0.63
setup reg to reg | OUT_ROW_FIFO[4].fifo_inst_row.rd_pointer[0]$_DFFE_PP_ | OUT_ROW_FIFO[4].fifo_inst_row.memory_in0.rdata[4]$_DFFE_PP_ | 92.83
hold reg to reg | OUT_ROW_FIFO[6].fifo_inst_row.occupants[0]$_DFFE_PP_ | OUT_ROW_FIFO[6].fifo_inst_row.occupants[0]$_DFFE_PP_ | 0.63
-- kinds of logic after synthesis --
| logic type | after synthesis |
|---|---|
| compound gates | 2026 |
| flops | 16656 |
| xor+xnor | 151 |
| simple gates | 3816 |
| buf+inv | 1918 |
| other cells | 1 |
| fa+ha+maj | 104 |
| mux | 5474 |
-- layer usage --
layer  wire (um)  global-route usage
met2      756000               0.238
met3      292000               0.133
met1      514000               0.167
met4       61000              0.0474
met5        2140             0.00885
-- per-stage QoR --
step / worst slack, ns / util / std cells
finish: 75.93 / 0.343 / 61306
detailed placement: 76.27 / 0.317 / 58177
global route: 75.59 / 0.343 / 61269
floorplan: 77.38 / - / 30153
global placement: 75.99 / 0.317 / 58177
CTS: 75.70 / 0.343 / 61255
-- Yosys cell counts, drive strengths merged, types with 12 or more instances --
cell type	count	area, um2
a221o	53	531
inv	85	319
o32ai	12	105
o21ai	331	1660
mux2	50	563
a21o	21	158
xor2	41	359
and3	27	169
and2	37	231
a221oi	229	2020
a22o	32	280
nor2	2365	8880
ha	96	1200
nor2b	101	632
a311oi	20	175
a211o	13	114
mux2i	1298	13000
or3	16	100
a22oi	127	953
nand2	689	2590
o22ai	178	1110
buf	987	6640
o221ai	107	937
nand2b	53	332
nor4	33	206
o311ai	15	131
o211ai	51	383
xnor2	110	963
a31oi	73	457
a311o	15	150
nor3	170	851
or4	16	120
edfxtp	16648	500000
nand3	243	1220
a211oi	95	713
mux4	4126	93100
o31ai	23	173
o21bai	29	218
nand4	43	269
clkbuf	836	3140
a21oi	488	2440
a2111oi	35	313
-- cell type report --
class / instances / area, um2
tap: 28726 / 35900
multi-input combinational: 11579 / 139000
fill: 195918 / 1420000
clock buffer: 1981 / 43300
clock inverter: 1097 / 12100
antenna: 50 / 125
timing repair buffer: 1122 / 9840
inverter: 95 / 387
sequential: 16656 / 500000
-- power by group --
group	switching, mW	internal [mW]	total (mW)
Combinational	0.744	0.394	1.14
Sequential	0.0236	7.74	7.77
Clock	2.69	3.61	6.30
Power and IR drop assume default switching activity.
